==> /design/flow/design.v <==
module ALU(
    input logic [31:0] SrcA,
    input logic [31:0] SrcB,
    input logic [3:0] ALUControl,
    output logic [31:0] ALUResult,  
    output logic Zero,
    output logic signedLess,
    output logic unsignedLess
);
    always_comb begin
        ALUResult = 0;
        Zero = 0;
        case (ALUControl)
            4'b0000: ALUResult = SrcA + SrcB;         
            4'b0001: begin
                ALUResult = SrcA - SrcB;
                Zero = (ALUResult == 0);
            end
            4'b0010: ALUResult = SrcA & SrcB;         
            4'b0011: ALUResult = SrcA | SrcB;
            4'b0100: ALUResult = SrcA ^ SrcB;
            4'b0101: ALUResult = (SrcA < SrcB) ? 1 : 0;
            4'b0110: ALUResult = ($signed(SrcA) < $signed(SrcB)) ? 1 : 0;
            4'b0111: ALUResult = SrcB;
            4'b1000: ALUResult = SrcA << SrcB;
            4'b1001: ALUResult = SrcA >> SrcB;
            4'b1010: ALUResult = $signed(SrcA) >>> SrcB[4:0];    
            default: ALUResult = 0;                     
        endcase
    end
    assign signedLess = ($signed(SrcA) < $signed(SrcB));
    assign unsignedLess = (SrcA < SrcB);
endmodule
==> /design/flow/run.sh <==
#!/bin/bash
# OpenROAD 26Q1-2900-gdf79404cd8, Yosys 0.63+post, stock flow scripts
make -C /OpenROAD-flow-scripts/flow DESIGN_CONFIG=/design/flow/config.mk WORK_HOME=/design/flow/orfs finish
==> /design/flow/config.mk <==
export PLATFORM = sky130hd
export DESIGN_NAME = ALU
export DESIGN_NICKNAME = ALU
export VERILOG_FILES = /design/flow/design.v
export SDC_FILE = /design/flow/constraint.sdc
export NUM_CORES = 4
export LEC_CHECK = 1
export CORE_UTILIZATION = 50
==> /design/flow/constraint.sdc <==
current_design ALU

set clk_period 18.4
set clk_io_pct 0.2

create_clock -name clk0 -period $clk_period

set non_clock_inputs [all_inputs -no_clocks]
set_input_delay [expr $clk_period * $clk_io_pct] -clock clk0 $non_clock_inputs
set_output_delay [expr $clk_period * $clk_io_pct] -clock clk0 [all_outputs]
==> results_dict.tcl <==
# collected from the flow reports
set metrics [dict create \
    yosys_area_um2 10020 \
    port_buffers 103 \
    endpoint_kind "output pin" \
    dp_hpwl_mm 38.54 \
    gp_congestion 1.190 \
    syn_avg_cell_area_um2 6.438 \
    viasPerCell 7.323 \
    total_power_uw 359.4 \
    dieHeight_um 143.6 \
    cts_setup_buffers 0 \
    finalCritPeriodShare_pct 67.24 \
    avgRoutedWirePerCell_um 27.78 \
    synthTopCellsByCount "nor2_1 (182), a21oi_1 (154), nand2_1 (135), o21ai_0 (135), ha_1 (97)" \
    area_delta_synth_final_pct 9.960 \
    fp-utilization_pct 51.34 \
    post-place-ws_ps 6232 \
    synth.area.mux_share_pct 11.57 \
    simple_gate_share_pct 23.76 \
    grt_usage_pct 49.65 \
    critPathMaxFanout 27 \
    status "finished clean" \
    top_area_share_pct 12.11 \
    synth_cells 1557 \
    postCtsHoldBufs 0 \
    rsz0062_at_grt "no" \
    worst_setup_path_start_kind "input pin" \
    hold_violations 0 \
    grt_max_degree 74 \
    worst_pin_slew_ps 920.2 \
    grt-ovfl-total 0 \
    slew_viol_final 0 \
    num_rows 51 \
    drv_cap 0 \
    die_area_um2 20620 \
    grt_pass1_vias 11640 \
    fillers 1970 \
    ir_worst_vdd_mv 0.01462 \
    top_area_cell "ha_1" \
    die_x_um 143.6 \
    required_ps 14720 \
    postSynthSeqShare_pct 0 \
    yosysMostFrequentCell "nor2_1" \
    hp-class "in2out" \
    ant_nets 0 \
    critPathArrivalTime_ps 8690 \
    fin_ws_ps 6027 \
    warning_count 98 \
    grt_pass1_wl_mm 73.68 \
    cts_resized 0 \
    synthesis.area_um2 10020 \
    power.density_nw_per_um2 32.61 \
    leakage_nw 4.383 \
    setup_tns_ps 0 \
    synthTopCellsByArea "ha_1 (12%), a21oi_1 (7.7%), nor2_1 (6.8%), o21ai_0 (6.7%), mux2i_1 (5.4%)" \
    synth_cell_type_count 88 \
    drtIter0Drc 1978 \
    wl_mm 50.64 \
    ys_cells 1557 \
    post-route-util_pct 56.45 \
    clockBufferCount 0 \
    adder_share_pct 12.51 \
    ios 103 \
    antenna_found_initial 3 \
    aoi_share_pct 41.67 \
    synthTopLogicFamily "AND-OR/OR-AND gates" \
    critical_path_class "in2out" \
    fmax_ghz 0.08082 \
    setup_viol 0 \
    num_vias 13350 \
    xor_share_pct 1.223 \
    yosysWarnings 1 \
    flop_area_um2 0 \
    core_region_area_um2 19530 \
    drc 0 \
    first_pass_iters 6 \
    drive_gt1_share_pct 6.230 \
    post-route-min-period_ps 12370 \
    flops 0 \
    relSlewSlack_pct 38.66 \
]
-- per-stage QoR --
step	instance area, um^2	hold WS, ps	std cells
detailed placement	11020	8439	1822
floorplan	10020	7454	1557
global placement	11020	8459	1822
global route	11020	8519	1823
finish	11020	8458	1823
CTS	11020	8441	1822
-- path summary, 6_finish.rpt --
check / endpoint / start / cells after the start / slack [ps]
worst max-delay path: Zero / SrcB[5] / 14 / 6030
worst min-delay path: ALUResult[25] / SrcB[3] / 6 / 8460
-- cell type report --
cell class / instances / area (um^2) / share of cell area (%)
Inverter: 96 / 360.3 / 3.269
Antenna cell: 1 / 2.502 / 0.02270
Timing Repair Buffer: 130 / 1211 / 10.99
Multi-Input combinational cell: 1331 / 9117 / 82.71
Tap cell: 265 / 331.6 / 3.008
-- layout by cell type, fill, tap and decap left out, types with 19 or more instances in the layout --
| cell type | count |
|---|---|
| a21oi_1 | 154 |
| a221o_1 | 23 |
| o22ai_1 | 23 |
| a21o_1 | 21 |
| clkdlybuf4s50_1 | 98 |
| inv_1 | 92 |
| nand2_1 | 135 |
| o211ai_1 | 33 |
| a22oi_1 | 23 |
| mux4_2 | 23 |
| o21ai_0 | 135 |
| buf_4 | 28 |
| nand2b_1 | 31 |
| nor2_1 | 182 |
| nand3_1 | 25 |
| ha_1 | 97 |
| mux2i_1 | 54 |
| a221oi_1 | 22 |
| a211oi_1 | 21 |
| a31oi_1 | 19 |
| nor3_1 | 39 |
-- kinds of logic after synthesis --
group           Yosys count
compound gates          622
xor+xnor                 14
fa+ha+maj                99
buf+inv                 226
mux                      86
simple gates            510
-- worst max-delay path, cell delays in order --
cell and delay (ps):
clkdlybuf4s50_1 450, buf_4 310, clkinv_1 450, ha_1 640, nor3_1 300, o21ai_1 140, a21oi_1 300, a31oi_1 370
o21ai_1 440, a31oi_1 170, xnor2_1 340, o311ai_0 270, nor4b_2 310, clkdlybuf4s50_1 500
-- per-layer routing --
metal / global-route usage [%] / part of all wire, %
met2: 68.47 / 40
met3: 14.18 / 15
met4: 31.69 / 8.0
met5: 0 / 0.016
met1: 67.41 / 38
-- where the power goes --
group	switching, mW	total [mW]	internal [mW]
logic	0.228	0.359	0.132
clock network	0	0.00000000730	0.00000000729
registers	0	0	0
total	0.228	0.359	0.132
No activity file was given, so power comes from the tool's default toggle rates.
