==> flow/design.v <==
module PCMux (
    input logic [31:0] PCPlus4,
    input logic [31:0] PCTarget,
    input logic [31:0] PCJALR,
    input logic [1:0] PCSrc,
    output logic [31:0] PCNext
);
    always_comb begin
        case (PCSrc)
            2'b00: PCNext = PCPlus4;
            2'b01: PCNext = PCTarget;
            2'b10: PCNext = PCJALR;
            default: PCNext = PCPlus4;
        endcase
    end
endmodule
module PCReg (
    input logic clk,
    input logic rst,
    input logic [31:0] PCNext,
    output logic [31:0] PC
);
    initial begin
        PC = 32'hBFC00000; 
    end
    always_ff @(posedge clk or posedge rst) begin
        if (rst)
            PC <= 32'h0;
        else
            PC <= PCNext;
    end
endmodule
module PCTop (
    input logic clk,
    input logic rst,
    input logic [1:0] PCSrc,
    input logic [31:0] ImmExt,
    input logic [31:0] PCJALR,
    output logic [31:0] PC,
    output logic [31:0] PCPlus4
);
    logic [31:0] PCTarget;
    logic [31:0] PCNext;
PCReg PCReg (
    .clk (clk),
    .rst (rst),
    .PCNext (PCNext),
    .PC (PC)
    );
PCMux PCMux (
    .PCPlus4 (PCPlus4),
    .PCTarget (PCTarget),
    .PCJALR (PCJALR),
    .PCSrc (PCSrc),
    .PCNext (PCNext)
    );
    assign PCPlus4 = PC + 4;
    assign PCTarget = PC + ImmExt;
endmodule
==> flow/run.sh <==
#!/bin/bash
# OpenROAD 26Q1-2900-gdf79404cd8, Yosys 0.63+post, stock flow scripts
make -C /OpenROAD-flow-scripts/flow DESIGN_CONFIG=/design/flow/config.mk WORK_HOME=/design/flow/orfs finish
==> flow/config.mk <==
export PLATFORM = sky130hd
export DESIGN_NAME = PCTop
export DESIGN_NICKNAME = PCTop
export VERILOG_FILES = /design/flow/design.v
export SDC_FILE = /design/flow/constraint.sdc
export NUM_CORES = 4
export LEC_CHECK = 1
export CORE_UTILIZATION = 50
==> flow/constraint.sdc <==
current_design PCTop

set clk_period 18.8
set clk_io_pct 0.2

create_clock -name clk0 -period $clk_period [get_ports {clk}]

set non_clock_inputs [all_inputs -no_clocks]
set_input_delay [expr $clk_period * $clk_io_pct] -clock clk0 $non_clock_inputs
set_output_delay [expr $clk_period * $clk_io_pct] -clock clk0 [all_outputs]
==> reports/qor.yml <==
setup_path:
  worst_ep_arrival_time_ps: 2910
  worstSetupPathType: "flop to primary output"
  path_max_fanout: 6
  endpoint_kind: "primary output"
  worstSetupStartpointType: "flop"
  required_ps: 15040
final_timing:
  worstMarginPinSlew_ps: 840
  max_freq_mhz: 150
  finalSetupTns_ps: 0
  whs_ps: 571
  finalMaxSlewViolations: 0
  period_needed_ps: 6670
  finalHoldViolations: 0
  setup_viol: 0
  fin_skew_ps: 5.44
  rsz0062_at_grt: "no"
  slew_headroom_pct: 43.9
  finalClockPeriodUsage_pct: 35.5
die:
  fp.dieArea_mm2: 0.00802
  core_area_mm2: 0.00733
  ioPinCount: 132
  die_h_um: 89.6
  fp_util_pct: 52.3
  num_rows: 31
  die_w_um: 89.6
drt:
  diodes: 0
  wl_um: 11700
  wl_per_cell_um: 16.9
  vias: 4091
  ant_nets: 0
  drtPass1Iterations: 5
  via_per_inst: 5.90
  drc: 0
  drtIter0Drc: 253
clock_tree:
  ctsHoldBuffers: 0
  cts_tree: "done"
  clock_path_buffers: 2
  post_cts_buffers: 0
  cts.clk_slew.worst_paths_ps: 70
  clock_latency_ps: 290
  numCtsBuffers: 5
  cts_root_buf: "clkbuf_8"
  cts_sinks: 32
  ctsResizeCount: 0
  h-tree-depth: 2
layout:
  drive_gt1_share_pct: 6.40
  fin_cells: 693
  fin_area_mm2: 0.00531
  area_growth_pct: 38.4
  final_layout_top_logic_cells: "131 x clkdlybuf4s50_1, 49 x nand2_1, 40 x nor2_1, 34 x ha_1, 33 x xnor2_1"
  lay_top_count: "clkdlybuf4s50_1"
  max_flop_register: "PCReg.PC"
  top_regs: "PCReg.PC: 32 flops"
  largest_reg_flops: 32
global_routing:
  grt_overflow: 0
  grt_max_degree: 33
  antenna_found_initial: 0
  grt_pass1_wl_um: 18300
  grt_pass1_vias: 3632
  grt_usage_pct: 30.4
power:
  leakage_uw: 0.00229
  p_int_uw: 303
  pwr-share-seq_pct: 22.1
  pwr-share-clk_pct: 15.1
  power.net_switching_uw: 203
  peakVddDrop_v: 0.0000537
  p_per_area_mw_per_mm2: 95.5
  switching_share_pct: 40.1
  comb_power_share_pct: 62.7
placed_design:
  hpwl_um: 8740
  numPortBuffers: 131
  dp.cells: 685
  routabilityCongestion: 0.920
  placed_area_mm2: 0.00518
flow_run:
  openroad.warnings: 27
  drv_cap: 0
min_path:
  worstHoldPathType: "flop to flop"
synthesis:
  largest_area_cell: "dfrtp_1"
  ys_seq_share_pct: 20.9
  async_flop_share_pct: 100
  yosysTopAreaCellShare_pct: 20.9
  synth_chip_area_mm2: 0.00383
  topCellsByArea: "dfrtp_1 21%, ha_1 11%, xnor2_1 7.5%"
  edf_count: 0
  syn_inst: 478
  synth.avg_cell_area_um2: 8.02
  synth_flops: 32
  yosys_warnings: 2
  syn_area_mm2: 0.00383
  synth.distinct_cells: 69
  flop_cell: "dfrtp_1"
  ys_cells: 478
outcome:
  status: "completed"
worst paths after layout:
path	cells after the start	to	start	slack (ps)
worst max register to register	10	PCReg.PC[30]	PCReg.PC[0]	15840
min in group asynchronous	3	PCReg.PC[27]	rst	3890
max in group asynchronous	3	PCReg.PC[14]	rst	14570
worst max-delay path	6	PCPlus4[29]	PCReg.PC[4]	12130
worst min-delay path	2	PCReg.PC[0]	PCReg.PC[0]	570
worst min register to register	2	PCReg.PC[0]	PCReg.PC[0]	570
layer usage:
| metal | wire, um | up-vias | global-route usage, % |
|---|---|---|---|
| li1 | - | 1997 | - |
| met5 | 0 | - | 0 |
| met1 | 5530 | 1870 | 47.8 |
| met4 | 106 | 0 | 3.46 |
| met3 | 1050 | 13 | 6.67 |
| met2 | 5010 | 211 | 45.2 |
synth_stat cells (4+ instances only):
library cell  number
nand4_1            9
clkbuf_1          20
o22ai_1            4
a21o_1            24
a21oi_1           25
buf_2              5
xnor2_1           33
a31oi_1            6
o21a_1             8
or2_2              4
xor2_1            20
nand3_1           18
o21ai_0           13
a221oi_1          10
nor3_1            10
inv_1             13
and3_1             9
mux2i_1            5
nor3_2             4
nor2_1            40
nor2b_1            5
o21ai_1            9
dfrtp_1           32
nand2_1           49
a22oi_1           12
ha_1              34
cell families after synthesis:
logic type      share of synthesized area (%)
mux                                      1.31
buf+inv                                  4.57
fa+ha+maj                                11.6
flops                                    20.9
xor+xnor                                 12.1
compound gates                           27.0
simple gates                             22.5
power by group through the flow:
stage / clock network, uW / logic [uW] / registers, uW
4_1_cts: 78.2 / 317 / 112
5_1_grt: 79.8 / 352 / 115
6_report: 76.7 / 318 / 112
worst max-delay path, stage by stage (launching register included):
cell,delay (ps)
dfrtp_1,460
nand3_1,300
nor3_2,470
nand4bb_1,390
nor3_1,330
xnor2_1,180
clkdlybuf4s50_1,490
per-stage QoR:
step	utilization, %	setup WS (ps)	power (uW)
5_1_grt	72.4	11910	547
3_3_place_gp	70.7	12160	425
6_report	72.4	12130	507
3_5_place_dp	70.7	12130	427
2_1_floorplan	-	12890	300
4_1_cts	72.4	12160	507
cell type report:
type	count	area, um^2
Fill cell	542	2020
Timing Repair Buffer	136	1350
Multi-Input combinational cell	405	2860
Tap cell	99	124
Inverter	13	48.8
Clock buffer	7	96.3
Clock inverter	1	30.0
Sequential cell	32	801
Power and IR drop assume default switching activity.
